$ cat flow/run.sh
#!/bin/bash
# OpenROAD 26Q1-2900-gdf79404cd8, Yosys 0.63+post, stock flow scripts
make -C /OpenROAD-flow-scripts/flow DESIGN_CONFIG=/design/flow/config.mk WORK_HOME=/design/flow/orfs finish
$ cat flow/config.mk
export PLATFORM = sky130hd
export DESIGN_NAME = debouncer
export DESIGN_NICKNAME = debouncer
export VERILOG_FILES = /design/flow/design.v
export SDC_FILE = /design/flow/constraint.sdc
export NUM_CORES = 4
export LEC_CHECK = 1
export CORE_AREA = 10 10 70 70
export DIE_AREA = 0 0 80 80
$ cat flow/constraint.sdc
current_design debouncer

set clk_period 1.2
set clk_io_pct 0.2

create_clock -name clk0 -period $clk_period [get_ports {clk}]

set non_clock_inputs [all_inputs -no_clocks]
set_input_delay [expr $clk_period * $clk_io_pct] -clock clk0 $non_clock_inputs
set_output_delay [expr $clk_period * $clk_io_pct] -clock clk0 [all_outputs]
$ cat flow/design.v
module debouncer(clean, button_push, clk);
    input button_push, clk;
    output reg clean;
    reg output_exist;
    reg [1:0] deb_count;
    parameter MAX = 2'b10;
    always @(posedge clk) begin
        if (button_push) begin
            if (!output_exist) begin
                if (deb_count == MAX) begin
                    clean <= 1;
                    deb_count <= 0;
                    output_exist <= 1;
                end else deb_count <= deb_count + 1;
            end else clean <= 0;
        end else begin
            clean <= 0;
            deb_count <= 0;
            output_exist <= 0;
        end
    end
endmodule
==> Slide: Implementation Results <==
Implementation Results

Floorplanning
  – Die X: 80 um
  – Site Rows: 21
  – FP Util: 0.0414
  – Die Area: 0.00640 mm^2
  – CORE AREA: 0.00342 mm^2
  – Ports: 3
  – Height of the die: 80 um

Synth
  – Number of cells in Yosys stat: 14
  – Unique cell types: 10
  – Cells after synthesis: 14
  – Flops after synth: 4
  – Post-synth seq share: 0.566
  – Dominant Register Cell: dfxtp_1
  – Ys Warns: 1
  – Post-synthesis cell area: 141 um^2
  – Yosys top cell by instances: dfxtp_1
  – Area leader share: 0.566
  – Avg Inst Size Synth: 10.1 um^2
  – Synth top cells by count: dfxtp_1, nand2_1
  – Synth area leaders: dfxtp_1, o211a_1, a21boi_1
  – Post-synthesis async set-or-reset flop share: 0
  – Biggest area consumer among synthesized cells: dfxtp_1
  – YS chip area: 141 um^2
  – Post-synth EDFFs: 0

Final layout
  – Layout cells sized above 1: 0.211
  – Register Area: 81.3 um^2
  – FILL cells: 413
  – Cell area after layout: 241 um^2
  – Area delta synth->final: 70.8%
  – MI comb area: 57.6 um^2
  – Fin cells: 65

Global routing
  – Largest net degree at the start of global routing: 7
  – Antenna violations before repair: 0
  – Total Routing Usage GR: 0.0104
  – Vias in the first global route: 132
  – First-pass GRT wire length: 538 um
  – Total grt overflow: 0

Worst setup path
  – CP max stage cell: dfxtp_2
  – CP max FO: 2
  – Startpoint types: flop
  – Critical path buffer and inverter count: 1
  – CP Cell Sequence: dlygate4sd2_1
  – Worst EP arrival: 0.77 ns
  – Critical path type: flop to output port
  – Crit path DRT: 0.96 ns
  – Crit. End Element: output port
  – Slowest cell delay on critical path: 0.31 ns
  – Top delay family on crit path: flip-flops

Status
  – Status: completed

Drt
  – Vias: 116
  – Final WL: 252 um
  – Diodes inserted: 0
  – Iter 0 DRT Violations: 5
  – DR pass1 iterations: 2
  – Post-DRT Antenna Nets: 0
  – WL/cell: 3.88 um
  – Routed vias/inst: 1.78
  – Residual DRC count: 0

Clocking
  – CTS Buffer Depth: 2
  – Worst-path clk slew: 0.04 ns
  – Clk latency late pin: 0.23 ns
  – Sink Count: 4
  – Clk root buf: clkbuf_4
  – CTS H-tree depth: 1
  – CTS Hold Buffers Added: 0
  – CTS buffer count: 3
  – CTS tree: yes

Min path
  – Hold Crit Class: flop to flop

STA
  – Worst slew pin tran: 0.177 ns
  – Final period util: 0.839
  – RSZ-0062 raised after global routing: no
  – Setup violators final: 0
  – Clock Skew: 0.00404 ns
  – Fin. max-slew vios: 0
  – Final worst slack: 0.193 ns
  – F_max: 993 MHz
  – Max-slew headroom: 0.882
  – Fin Setup TNS: 0 ns
  – Final hold violation count: 0
  – Final Critical Period: 1.01 ns
  – Worst Hold Margin: 0.483 ns

Placed design
  – Hpwl dp: 179 um
  – Setup WS pre-CTS: 0.0891 ns
  – Placed Area: 219 um^2
  – Dpl cells: 62
  – IO Port Bufs: 2
  – Gpl congestion: 0.529

Power
  – Lkg Pwr: 0.0873 nW
  – Power Internal: 288 uW
  – Pwr Density: 1520 mW/mm^2
  – Comb pwr share: 0.097
  – Reg power frac: 0.462
  – Switch share: 0.216
  – Clock power frac: 0.441
  – Peak supply drop: 0.641 mV
  – Psw: 79.2 uW

Job
  – Max_cap viols: 0
  – Tool warnings: 25
-- metal layers --
layer / vias to the layer above / track usage / share of wire
met2: 5 / 0.0120 / 0.36
li1: 60 / - / -
met1: 51 / 0.0106 / 0.52
met5: - / 0 / 0
met4: 0 / 0.00528 / 0
met3: 0 / 0.0125 / 0.12
-- layout by cell type (no fill, tap or decap), drive strengths merged --
master         n
dfxtp          4
a21boi         1
o211a          1
or3            1
nand3          1
inv            1
nand2          2
nor2b          1
o21a           1
o31ai          1
dlygate4sd2    1
clkbuf         3
clkdlybuf4s50  1
-- power groups by stage --
stage	Sequential (mW)	Clock [mW]	Combinational [mW]
CTS	0.169	0.171	0.0363
global route	0.173	0.187	0.0425
finish	0.170	0.162	0.0358
-- repair_timing --
action / 4_1_cts / 5_1_grt
resized: 2 / 0
endpoints found under the setup margin: 1 / 0
buffers inserted: 0 / 0
-- state kept, by name (all words and copies together) (netlist names) --
register,cells
deb_count,2
clean,1
output_exist,1
-- per-stage QoR --
step | util | total power [mW]
detailed placement | 0.0641 | 0.208
floorplan | - | 0.190
global placement | 0.0641 | 0.205
global route | 0.0707 | 0.403
finish | 0.0707 | 0.367
CTS | 0.0707 | 0.377
-- area by class of cell --
class,instances,area share
Multi-Input combinational cell,9,0.238
Sequential cell,4,0.337
Inverter,1,0.0155
Clock buffer,3,0.0933
Timing Repair Buffer,2,0.0777
Tap cell,46,0.238
-- worst register-to-register path: cells and delay by family (launching register included) --
kind	cells	cell delay [ns]
flip-flops	1	0.34
AND/OR/NAND/NOR	1	0.35
AND-OR/OR-AND	1	0.14
-- cell families after synthesis --
group	share of synthesized area
compound gates	0.230
flops	0.566
buf+inv	0.0265
simple gates	0.177
-- worst paths after layout --
| kind | depth (start not counted) | from | slack, ns | endpoint |
|---|---|---|---|---|
| worst min register to register | 2 | deb_count[0] | 0.48 | deb_count[1] |
| worst min-delay path | 2 | deb_count[0] | 0.48 | deb_count[1] |
| worst max-delay path | 1 | clean | 0.19 | clean |
| worst max register to register | 2 | output_exist | 0.31 | deb_count[0] |
Power figures rest on the tool's default switching activity, not on a simulated workload.
