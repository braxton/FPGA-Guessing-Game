<file path="./config.mk">
export PLATFORM = sky130hd
export DESIGN_NAME = clk_divider
export DESIGN_NICKNAME = clk_divider
export VERILOG_FILES = /design/flow/design.v
export SDC_FILE = /design/flow/constraint.sdc
export NUM_CORES = 4
export LEC_CHECK = 1
export CORE_AREA = 10 10 100 100
export DIE_AREA = 0 0 110 110
</file>
<file path="./constraint.sdc">
current_design clk_divider

set clk_period 4.6
set clk_io_pct 0.2

create_clock -name clk0 -period $clk_period [get_ports {clk_in}]

set non_clock_inputs [all_inputs -no_clocks]
set_input_delay [expr $clk_period * $clk_io_pct] -clock clk0 $non_clock_inputs
set_output_delay [expr $clk_period * $clk_io_pct] -clock clk0 [all_outputs]
</file>
<file path="./design.v">
module clk_divider(
	input clk_in,
	input rst,
	output reg divided_clk
    );
parameter toggle_value = 24'b100110001001011010000000; 
reg[27:0] cnt;
always@(posedge clk_in or posedge rst)
begin
	if (rst==1) begin
		cnt <= 0;
		divided_clk <= 0;
	end
	else begin
		if (cnt==toggle_value) begin
			cnt <= 0;
			divided_clk <= ~divided_clk;
		end
		else begin
			cnt <= cnt +1;
			divided_clk <= divided_clk;		
		end
	end
end
endmodule
</file>
<file path="./run.sh">
#!/bin/bash
# OpenROAD 26Q1-2900-gdf79404cd8, Yosys 0.63+post, stock flow scripts
make -C /OpenROAD-flow-scripts/flow DESIGN_CONFIG=/design/flow/config.mk WORK_HOME=/design/flow/orfs finish
</file>
==> node_exporter_impl.prom <==
# HELP chip_impl_metric Synthesis and place-and-route metrics
# TYPE chip_impl_metric gauge
chip_impl_info{name="startpoint_type",value="flip-flop"} 1
chip_impl_metric{name="die.size.y",unit="um"} 110
chip_impl_metric{name="synth-async-reset-ratio",unit=""} 1.00
chip_impl_metric{name="timing.critical_path.arrival",unit="ns"} 2.19
chip_impl_metric{name="syn-mean-instance-area",unit="sq um"} 10.6
chip_impl_info{name="flop_cell",value="sky130_fd_sc_hd__dfrtp_1"} 1
chip_impl_info{name="crit_chain",value="inv_1 > ha_1 > nor4b_1 > nand2_1 > nor3_2 > xor2_1"} 1
chip_impl_info{name="cp-end-kind",value="flip-flop"} 1
chip_impl_metric{name="worstSkewPairLatency",unit="ns"} 0.28
chip_impl_metric{name="grtUsageTotal",unit=""} 0.0489
chip_impl_info{name="outcome",value="finished, final reports clean"} 1
chip_impl_metric{name="post_cts.resized_instances",unit=""} 0
chip_impl_metric{name="grt_start_max_net_pins",unit=""} 30
chip_impl_metric{name="clock_tree.htree_level_count",unit=""} 2
chip_impl_metric{name="route.antenna.diode_count",unit=""} 0
chip_impl_metric{name="chip_area_yosys",unit="sq um"} 1440
chip_impl_metric{name="num_vias",unit=""} 1004
chip_impl_metric{name="power_density",unit="nW/um^2"} 280
chip_impl_metric{name="worst_clock_skew",unit="ns"} 0.00323
chip_impl_metric{name="final_antenna_net_count",unit=""} 0
chip_impl_metric{name="synth.ff_latch_count",unit=""} 29
chip_impl_metric{name="core",unit="sq um"} 7810
chip_impl_metric{name="number_of_standard_cells_reported_by_yosys",unit=""} 135
chip_impl_info{name="clock-root-buffer",value="sky130_fd_sc_hd__clkbuf_8"} 1
chip_impl_metric{name="maximum_fanout_count_along_the_critical_path",unit=""} 12
chip_impl_metric{name="route.detailed.vias_per_inst",unit=""} 4.08
chip_impl_metric{name="post-synth-top-area-fraction",unit=""} 0.505
chip_impl_metric{name="relSlewSlack",unit=""} 0.392
chip_impl_metric{name="setup_total_neg_slack",unit="ns"} 0
chip_impl_info{name="min_path_type",value="reg -> reg"} 1
chip_impl_metric{name="die.size.x",unit="um"} 110
chip_impl_metric{name="maximum_clock_path_buffer_count",unit=""} 2
chip_impl_metric{name="wire_length_of_the_first_global_routing_pass",unit="um"} 4860
chip_impl_metric{name="design.die.area",unit="sq um"} 12100
chip_impl_metric{name="first_global_vias",unit=""} 982
chip_impl_metric{name="timing.hold.ws",unit="ns"} 0.464
chip_impl_info{name="synth.area.top_cells",value="sky130_fd_sc_hd__dfrtp_1, sky130_fd_sc_hd__xnor2_1, sky130_fd_sc_hd__nand3_1"} 1
chip_impl_metric{name="synthesis.yosys.warnings",unit=""} 1
chip_impl_metric{name="final_max_slew_viol_count",unit=""} 0
chip_impl_metric{name="cts-buffers-inserted",unit=""} 5
chip_impl_metric{name="flow.area_growth_from_synthesis",unit="%"} 16.3
chip_impl_metric{name="ir_drop",unit="mV"} 0.197
chip_impl_metric{name="postCtsSetupRepairBufs",unit=""} 0
chip_impl_metric{name="port_buffers",unit=""} 2
chip_impl_info{name="grt_setup_unrepaired",value="no"} 1
chip_impl_metric{name="fp_util",unit=""} 0.184
chip_impl_metric{name="finish.cell_count_without_fillers",unit=""} 246
chip_impl_metric{name="warning_count",unit=""} 26
chip_impl_metric{name="drv_cap",unit=""} 0
chip_impl_metric{name="post_synth_instance_area",unit="sq um"} 1440
chip_impl_metric{name="i_o_pins",unit=""} 3
chip_impl_metric{name="pre_cts_slack",unit="ns"} 2.56
chip_impl_metric{name="yosys.cell_types.count",unit=""} 26
chip_impl_metric{name="period_used_share",unit=""} 0.451
chip_impl_metric{name="crit_path_max_incr_delay",unit="ns"} 0.76
chip_impl_info{name="synth_area_leader_cell",value="sky130_fd_sc_hd__dfrtp_1"} 1
chip_impl_metric{name="p_leak",unit="nW"} 0.664
chip_impl_metric{name="cts_hold_repair.buffers",unit=""} 0
chip_impl_metric{name="routed_wirelength",unit="um"} 2730
chip_impl_metric{name="crit_required",unit="ns"} 4.71
chip_impl_metric{name="synth-edff-count",unit=""} 0
chip_impl_info{name="mostFrequentLayoutCells",value="sky130_fd_sc_hd__dfrtp_1, sky130_fd_sc_hd__xnor2_1, sky130_fd_sc_hd__nand3_1"} 1
chip_impl_metric{name="seq_area_frac_synth",unit=""} 0.505
chip_impl_metric{name="synthCells",unit=""} 135
chip_impl_metric{name="dp.cells",unit=""} 239
chip_impl_metric{name="timing.final.setup_violations",unit=""} 0
chip_impl_metric{name="floorplan.rows",unit=""} 32
chip_impl_metric{name="hold_violations",unit=""} 0
chip_impl_metric{name="cts.reportedPaths.clkPinSlew",unit="ns"} 0.06
chip_impl_metric{name="drcViolationCount",unit=""} 0
chip_impl_metric{name="dp_hpwl",unit="um"} 1890
chip_impl_metric{name="fin_crit",unit="ns"} 2.08
chip_impl_metric{name="final_core_util",unit=""} 0.214
chip_impl_info{name="setup.worst_path.class",value="reg -> reg"} 1
chip_impl_metric{name="number_of_detailed_route_iterations_in_the_first_pass",unit=""} 6
chip_impl_metric{name="drt_iter0_drc",unit=""} 78
chip_impl_metric{name="cts_sinks",unit=""} 29
chip_impl_metric{name="globalRouteOverflowTotal",unit=""} 0
chip_impl_metric{name="gpl.final_weighted_congestion",unit=""} 0.809
chip_impl_metric{name="detail_route.wl_per_cell",unit="um"} 11.1
chip_impl_info{name="clock_tree_from_tritoncts",value="yes"} 1
chip_impl_metric{name="setup_slack",unit="ns"} 2.52
chip_impl_info{name="most_common_cell_after_layout_fill_and_taps_aside",value="sky130_fd_sc_hd__dfrtp_1"} 1
chip_impl_info{name="cp_slowest_cell",value="sky130_fd_sc_hd__nor3_2"} 1
chip_impl_metric{name="worstMarginPinSlew",unit="ns"} 0.907
chip_impl_metric{name="worst-r2r-setup-slack",unit="ns"} 2.52
chip_impl_metric{name="fmax",unit="MHz"} 482
chip_impl_metric{name="grt_antenna_before_repair",unit=""} 0
chip_impl_metric{name="layout-drive-gt1-share",unit=""} 0.118
[routing by layer]
layer	global-route usage	routed length, um	vias up	share of wire
met3	0.0118	75	0	0.027
li1	-	-	497	-
met2	0.0665	1210	5	0.44
met4	0.00465	0	0	0
met1	0.0789	1450	502	0.53
met5	0	0	-	0
[Yosys cell counts (2+ instances only)]
cell type and n:
sky130_fd_sc_hd__a21oi_1 2, sky130_fd_sc_hd__and3_1 3, sky130_fd_sc_hd__and3_2 2, sky130_fd_sc_hd__and4_1 2, sky130_fd_sc_hd__and4_2 2, sky130_fd_sc_hd__and4_4 2, sky130_fd_sc_hd__dfrtp_1 29, sky130_fd_sc_hd__ha_1 2
sky130_fd_sc_hd__inv_1 3, sky130_fd_sc_hd__nand2_1 9, sky130_fd_sc_hd__nand3_1 14, sky130_fd_sc_hd__nand4_1 9, sky130_fd_sc_hd__nor2_1 12, sky130_fd_sc_hd__nor3_1 2, sky130_fd_sc_hd__nor3_2 2, sky130_fd_sc_hd__nor4b_1 4
sky130_fd_sc_hd__o21ai_0 3, sky130_fd_sc_hd__or3_1 3, sky130_fd_sc_hd__xnor2_1 21, sky130_fd_sc_hd__xor2_1 3
[per-stage QoR]
stage	total power (W)	instance area, sq um
after floorplan	0.000264	1440
after global placement	0.000267	1580
after detailed placement	0.000267	1580
after CTS	0.000474	1670
after global routing	0.000486	1670
final	0.000468	1670
[registers in the layout (all words and copies together), names as in the netlist]
name         count
divided_clk      1
cnt             28
[layout make-up]
| cell class | instances | area (sq um) |
|---|---|---|
| Clock buffer | 7 | 86.3 |
| Fill cell | 847 | 6140 |
| Timing Repair Buffer | 3 | 27.5 |
| Sequential cell | 29 | 726 |
| Multi-Input combinational cell | 102 | 692 |
| Tap cell | 102 | 128 |
| Inverter | 3 | 11.3 |
[power breakdown]
group / switching (W) / internal, W / total [W] / leakage [nW]
combinational: 0.00000499 / 0.00000136 / 0.00000635 / 0.224
clock: 0.0000884 / 0.000118 / 0.000207 / 0.0443
sequential: 0 / 0.000255 / 0.000255 / 0.396
total: 0.0000934 / 0.000375 / 0.000468 / 0.664
[critical path: cells and delay by family (launching register included)]
family	cells	cell delay, ns
AND/OR/NAND/NOR	3	1.12
flip-flops	1	0.44
adder cells (fa/ha/maj)	1	0.13
XOR/XNOR	1	0.13
buffers and inverters	1	0.08
[kinds of logic after synthesis]
| logic type | Yosys count | synth area share |
|---|---|---|
| fa+ha+maj | 2 | 0.0174 |
| simple gates | 70 | 0.294 |
| buf+inv | 4 | 0.0131 |
| compound gates | 6 | 0.0235 |
| xor+xnor | 24 | 0.146 |
| flops | 29 | 0.505 |
[worst paths after layout]
| kind | start | to | cells past startpoint |
|---|---|---|---|
| max | cnt[0]$_DFF_PP0_ | divided_clk$_DFFE_PP0N_ | 6 |
| min reg2reg | divided_clk$_DFFE_PP0N_ | divided_clk$_DFFE_PP0N_ | 1 |
| min in group asynchronous | rst | cnt[3]$_DFF_PP0_ | 3 |
| max reg2reg | cnt[0]$_DFF_PP0_ | divided_clk$_DFFE_PP0N_ | 6 |
| max in group asynchronous | rst | cnt[11]$_DFF_PP0_ | 3 |
| min | divided_clk$_DFFE_PP0N_ | divided_clk$_DFFE_PP0N_ | 1 |
No activity file was given, so power comes from the tool's default toggle rates.
